--- flow/design.v ---
`timescale 1ns / 1ps
module  clockdivider#(parameter n = 50000000)(input clk, rst, output reg clk_out);
reg [31:0] count;  
always @ (posedge(clk), posedge(rst)) begin  
if (rst == 1'b1)
count <= 32'b0;
else if (count == n-1)
count <= 32'b0;
else
count <= count + 1;
end
always @ (posedge(clk), posedge(rst)) begin  
if (rst == 1'b1)
clk_out <= 1'b0;
else if (count == n-1)
clk_out <= ~clk_out;
else
clk_out <= clk_out;
end
endmodule
--- flow/run.sh ---
#!/bin/bash
# OpenROAD 26Q1-2900-gdf79404cd8, Yosys 0.63+post, stock flow scripts
make -C /OpenROAD-flow-scripts/flow DESIGN_CONFIG=/design/flow/config.mk WORK_HOME=/design/flow/orfs finish
--- flow/config.mk ---
export PLATFORM = sky130hd
export DESIGN_NAME = clockdivider
export DESIGN_NICKNAME = clockdivider
export VERILOG_FILES = /design/flow/design.v
export SDC_FILE = /design/flow/constraint.sdc
export NUM_CORES = 4
export LEC_CHECK = 1
export CORE_UTILIZATION = 40
--- flow/constraint.sdc ---
current_design clockdivider

set clk_period 3.7
set clk_io_pct 0.2

create_clock -name clk0 -period $clk_period [get_ports {clk}]

set non_clock_inputs [all_inputs -no_clocks]
set_input_delay [expr $clk_period * $clk_io_pct] -clock clk0 $non_clock_inputs
set_output_delay [expr $clk_period * $clk_io_pct] -clock clk0 [all_outputs]
==> flow_summary.json <==
{
  "cts.sinks": 33,
  "worstPathArrival_ps": 2300,
  "fin_tns_setup_ps": 0,
  "routed_wl_um": 3110,
  "pin_count": 3,
  "report.final.hold_viol_count": 0,
  "final_util_pct": 45.9,
  "portBuffers": 2,
  "viasPerCell": 5.61,
  "cts_max_path_buffers": 2,
  "power_uw": 639,
  "worstHoldStart": "clk_out",
  "outcome": "complete, no violations",
  "tightest_slew_ps": 662,
  "synth-main-ff-cell": "dfrtp_1",
  "netlist_area_um2": 1700,
  "antenna_found_initial": 0,
  "slew_headroom_pct": 55.5,
  "dp_hpwl_um": 2170,
  "maxSlewViolCount": 0,
  "timing.rr.start": "count[10]",
  "synth_cell_types": 33,
  "stdcell_count": 219,
  "drt_iter0_markers": 39,
  "critPathLaunchType": "flop",
  "syn_inst": 163,
  "synth_seq_share_pct": 48.7,
  "cts_buffers": 5,
  "power.leakage_nw": 0.813,
  "cp-startpoint": "count[10]",
  "fmax_ghz": 0.462,
  "rrSetupSlack_ps": 1540,
  "drc": 0,
  "crit_type": "reg2reg",
  "avgRoutedWirePerCell_um": 14.2,
  "drt_first_pass_iters": 4,
  "clk_latency_ps": 280,
  "path_delay_family": "simple AND/OR/NAND/NOR gates",
  "chip_area_um2": 4500,
  "worstPathRequired_ps": 3830,
  "cp_slowest_cell": "or4_1",
  "slowest_delay_ps": 540,
  "die_w_um": 67.1,
  "track_usage_pct": 17.6,
  "cts_resized": 0,
  "yosysCellCount": 163,
  "cts-root-buf": "clkbuf_8",
  "setup_viol": 0,
  "worstPathCellList": "or4_1 > or3_1 > nor3_4 > xor2_1",
  "ys_warn_count": 1,
  "timing.final.crit_period_ps": 2160,
  "max_cap_violations": 0,
  "path_buffers": 0,
  "cts_max_level": 2,
  "die_y_um": 67.1,
  "overflow": 0,
  "grt_pass1_vias": 1252,
  "fillers": 380,
  "area_growth_pct": 9.08,
  "warning_count": 25,
  "core-area_um2": 4030,
  "rsz0062_at_grt": "no",
  "diodes": 0,
  "finalCritPeriodShare_pct": 58.4,
  "gp_congestion": 0.879,
  "cts_setup_buffers": 0,
  "layout-drive-gt1-share_pct": 10.7,
  "tritoncts": "done",
  "grt_pass1_wl_um": 5800,
  "cts_hold_buf": 0,
  "crit_fanout": 15,
  "num_rows": 23,
  "place_inst": 212,
  "skew_ps": 1.75,
  "antenna_left": 0,
  "peakVddDrop_v": 0.000257,
  "holdCritPathClass": "reg2reg",
  "vias": 1229,
  "ys_seq_elements": 33,
  "cts.clk_slew.worst_paths_ps": 60,
  "synth.avg_cell_area_um2": 10.4,
  "fp_util_pct": 42.1,
  "postSynth.asyncResetShare_pct": 100,
  "end_kind": "flop",
  "synth-edff-count": 0,
  "pwr_density_cell_nw_per_um2": 346,
  "grt_max_degree": 34,
  "yosys_area_um2": 1700
}
[state kept, by name (all words and copies together) (netlist names)]
register	cells
count	32
clk_out	1
[final timing paths]
path,endpoint,cells past startpoint
hold reg to reg,clk_out,1
setup / recovery,clk_out,4
setup reg to reg,clk_out,4
max in group asynchronous,count[9],3
hold / removal,clk_out,1
min in group asynchronous,count[21],3
[where the power goes]
| part | leakage, nW | total [mW] | switching, mW | internal (mW) |
|---|---|---|---|---|
| sequential | 0.451 | 0.361 | 0 | 0.361 |
| clock | 0.0443 | 0.270 | 0.123 | 0.147 |
| combinational | 0.317 | 0.00847 | 0.00678 | 0.00169 |
| total | 0.813 | 0.639 | 0.129 | 0.510 |
[synthesized netlist by cell type, types with 2 or more instances]
master	instances	area, um2
and3_1	3	18.8
nand3_1	16	80.1
buf_4	2	15.0
o21ai_0	2	10.0
nor4_1	6	37.5
or4_4	2	22.5
nor2_1	17	63.8
or4_1	2	15.0
inv_1	3	11.3
nand4_1	10	62.6
nand2_1	12	45.0
xnor2_1	14	123
nor3_1	5	25.0
clkbuf_1	2	7.51
xor2_1	14	123
nor3_2	2	20.0
or3_1	3	18.8
dfrtp_1	33	826
[layer usage]
metal | up-vias | track usage [%] | share of wire, %
met5 | - | 0 | 0
met4 | 0 | 2.13 | 1.6
met3 | 5 | 3.30 | 3.4
met2 | 19 | 28.0 | 47
met1 | 610 | 26.8 | 48
li1 | 595 | - | -
[cell usage in the layout, fill, tap and decap left out, types with 3 or more instances in the layout]
| cell | count |
|---|---|
| inv_1 | 3 |
| xor2_1 | 14 |
| or3_1 | 3 |
| nor2_1 | 17 |
| nand2_1 | 12 |
| clkbuf_8 | 6 |
| nor3_1 | 5 |
| xnor2_1 | 14 |
| nand3_1 | 16 |
| dfrtp_1 | 33 |
| and3_1 | 3 |
| nor4_1 | 6 |
| nand4_1 | 10 |
[through the flow]
| stage | hold slack [ps] | area, um2 | worst slack (ps) |
|---|---|---|---|
| finish | 475 | 1850 | 1540 |
| global route | 508 | 1850 | 1390 |
| CTS | 480 | 1850 | 1530 |
| detailed placement | 463 | 1760 | 1560 |
| global placement | 460 | 1760 | 1610 |
| floorplan | 420 | 1700 | 1800 |
[final cells by class]
type	count	area, um2	area share [%]
Multi-Input combinational cell	123	836	45.2
Inverter	3	11.3	0.609
Clock buffer	7	86.3	4.67
Timing Repair Buffer	3	27.5	1.49
Tap cell	50	62.6	3.38
Sequential cell	33	826	44.7
[cell families after synthesis]
| group | Yosys count | share of synthesized area, % |
|---|---|---|
| and+or+nand+nor | 89 | 32.1 |
| DFF | 33 | 48.7 |
| adders and majority gates | 1 | 0.738 |
| xor gates and xnor gates | 28 | 14.5 |
| buffers and inverters | 7 | 1.99 |
| AOI/OAI and AO/OA | 5 | 1.99 |
Power and IR drop assume default switching activity.
